==> design/flow/design.v <==
`timescale 1ns / 1ps
module MEMWB(
	 input InterruptRequest,
	 input clk, input reset,
    input [31:0] ReadDataM,
	 output reg [31:0] ReadDataW = 0,
    input [31:0] ReadDataCM,
	 output reg [31:0] ReadDataCW = 0,
	 input [15:0] ReadDataHM,
	 output reg [15:0] ReadDataHW = 0,
	 input [7:0] ReadDataBM,
	 output reg [7:0] ReadDataBW = 0,
    input [31:0] ALUOutM,
    output reg [31:0] ALUOutW = 0,
    input [4:0] WriteRegM,
    output reg [4:0] WriteRegW = 0,
	 input [31:0] InstrM,
	 output reg [31:0] InstrW = 0,
	 input [31:0] CPURD,
	 output reg [31:0] CPURDW = 0,
	 input [31:0] CP0DataOutM,
	 output reg [31:0] CP0DataOutW = 0,
	 input [31:0] PCM,
	 output reg [31:0] PCW = 0
    );
	always @(posedge clk) begin
		if (reset || InterruptRequest) begin
			ReadDataW <= 0;
			ReadDataCW <= 0;
			ReadDataHW <= 0;
			ReadDataBW <= 0;
			ALUOutW <= 0;
			WriteRegW <= 0;
			InstrW <= 0;
			CPURDW <= 0;
			CP0DataOutW <= 0;
			PCW <= 0;
		end
		else begin
			ReadDataW <= ReadDataM;
			ReadDataCW <= ReadDataCM;
			ReadDataHW <= ReadDataHM;
			ReadDataBW <= ReadDataBM;
			ALUOutW <= ALUOutM;
			WriteRegW <= WriteRegM;
			InstrW <= InstrM;
			CPURDW <= CPURD;
			CP0DataOutW <= CP0DataOutM;
			PCW <= PCM;
		end
	end
endmodule
==> design/flow/run.sh <==
#!/bin/bash
# OpenROAD 26Q1-2900-gdf79404cd8, Yosys 0.63+post, stock flow scripts
make -C /OpenROAD-flow-scripts/flow DESIGN_CONFIG=/design/flow/config.mk WORK_HOME=/design/flow/orfs finish
==> design/flow/config.mk <==
export PLATFORM = sky130hd
export DESIGN_NAME = MEMWB
export DESIGN_NICKNAME = MEMWB
export VERILOG_FILES = /design/flow/design.v
export SDC_FILE = /design/flow/constraint.sdc
export NUM_CORES = 4
export LEC_CHECK = 1
export CORE_AREA = 10 10 215 215
export DIE_AREA = 0 0 225 225
==> design/flow/constraint.sdc <==
current_design MEMWB

set clk_period 1.0
set clk_io_pct 0.2

create_clock -name clk0 -period $clk_period [get_ports {clk}]

set non_clock_inputs [all_inputs -no_clocks]
set_input_delay [expr $clk_period * $clk_io_pct] -clock clk0 $non_clock_inputs
set_output_delay [expr $clk_period * $clk_io_pct] -clock clk0 [all_outputs]
==> run summary <==
impl run done, here's what came out: outcome complete, but fails checks, failing checks setup timing, number of ports placed on the die boundary 509, Post-Synthesis Mean Instance Area 13.3 um^2, ratio of cells with drive above 1 in the final layout 35.8%, buffers plus inverters on the worst setup path 1, Cell Area, Synth 7490 um^2, detailed-route vias per instance 3.75, number of failing setup endpoints in the final timing report 253, Cell Rows 75, least setup slack across all paths after layout -0.194 ns, area of the die 50600 um^2, CP Data Arrival Time 0.99 ns, post-placement cell count 1595, Worst Hold Endpoint PCW[21], total leakage power 5.47 nW, clock tree buffer depth 3, clock slew at the register clock pins of the worst setup and hold paths 0.06 ns, post-route antenna net violation count 0, CP peak stage delay 0.35 ns, HPWL after detailed placement 23100 um, Area growth syn-to-layout 73.7%, timing-limited maximum frequency 0.837 GHz, number of register bits inferred by synthesis 253, routability-driven placement congestion ratio 0.852, via count of the first global-routing pass 6438, first-pass detailed-route iteration total 4, combined global-route utilization of all metal layers 11.2%, core area 41800 um^2, worst min-delay path class input port to register, Max IR drop VDD 1.43 mV, total number of warnings across the stage logs 27, cell chosen for the clock root sky130_fd_sc_hd__clkbuf_16, time the worst path needs with I/O delays and setup 1.19 ns, DR vias 6176, count of yosys warnings during synthesis 1, Vert. Die Dim 225 um, maximum number of pins on one net before global-route repair 27, Worst Setup End Kind output port, total count of hold-check failures in the final report 0, initial antenna violation count 0, WL/cell 18.2 um, Pwr Density 1770 nW/um^2, cell count listed in synth_stat.txt 562, tally of unique sky130hd cells used after synthesis 5, number of max-slew violations in the final report 0, TritonCTS Buffers 28, total clock sinks 253, initial standard-cell utilization of the core 17.9%, peak fanout along the critical path 1, width of the die 225 um, Min-Delay Path Depth 3, Top Family by Delay on Critical Path flip-flops, category of the worst setup path launch point register, post-layout period usage 119%, sum of overflow across all layers after global routing 0, critical path data required time 0.80 ns, Max Cap Viol 0, final wirelength 30000 um, first-pass GRT wire length 42700 um, RSZ-0062 raised after global routing true, H-tree levels 1, number of DRC markers after the initial detailed-route iteration 194, kind of critical path register to output port, sequential-to-total area share from yosys stat 67.6%, TritonCTS clock tree yes, Critical Path, Cell by Cell buf_2, synthesized instance count 562, IO Port Bufs 508, chip area line of the yosys report 7490 um^2, post-route insts no fill 1648, worst max-slew margin expressed relative to the limit 74.6%, Post-route DRC 0, utilization after layout 31.1%, hold path start reset, slowest cell on the critical path sky130_fd_sc_hd__dfxtp_2, transition time at the pin with the least slew margin 0.380 ns
[registers in the layout (all words and copies together), names as in the netlist]
signal / count
ALUOutW: 32
CP0DataOutW: 32
CPURDW: 32
InstrW: 32
PCW: 32
ReadDataCW: 32
ReadDataW: 32
ReadDataHW: 16
ReadDataBW: 8
WriteRegW: 5
[worst min-delay path: cells and delay by family]
family	cells	cell delay, ns
and+or+nand+nor	1	0.06
buffers and inverters	2	0.29
[worst max-delay path by stage]
stage	depth (start not counted)	endpoint	from	slack, ns
final	1	CP0DataOutW[4]	CP0DataOutW[4]	-0.19
after global routing	1	CP0DataOutW[4]	CP0DataOutW[4]	-0.25
after CTS	1	CP0DataOutW[4]	CP0DataOutW[4]	-0.26
[synthesized netlist by cell type, drive strengths merged]
cell type	count	area, um^2
buf	50	500
clkbuf	6	22.5
dfxtp	253	5060
nor3b	253	1900
[metal layers]
metal  wire length, um  vias up  global-route usage [%]
met2             14600      322                    18.8
li1                  -     2965                       -
met1             11400     2857                    13.5
met4               621        0                    2.08
met3              3440       32                    4.60
met5                 0        -                       0
[cell families after synthesis]
group,share of synthesized area [%]
AND/OR/NAND/NOR,25.4
buffers and inverters,6.99
flip-flops,67.6
[timing repair]
action	CTS	global route
resized	872	33
endpoints found under the setup margin	253	253
hold buffers	1	0
endpoints found under the hold margin	2	0
gates cloned	0	0
buffers inserted	0	0
[where the power goes]
part | internal, mW | leakage, nW | switching [mW]
clock | 6.09 | 0.456 | 4.05
combinational | 1.56 | 2.91 | 0.728
sequential | 10.5 | 2.10 | 0.0924
[layout make-up]
type | count | area [um^2]
clock buffer | 46 | 900
multi-input combinational | 253 | 1900
timing repair buffer | 551 | 4370
sequential | 253 | 5130
antenna | 1 | 2.50
clock inverter | 5 | 30.0
fill | 4259 | 28800
tap | 539 | 674
[per-stage QoR]
stage	hold WS [ns]	setup TNS (ns)	total power [mW]	setup WS [ns]	area, um^2
floorplan	0.364	0	11.4	0.181	7490
global placement	0.445	-2.38	13.5	-0.219	13200
detailed placement	0.444	-1.95	13.5	-0.247	13200
CTS	0.0133	-49.67	23.5	-0.256	12900
global route	0.0288	-51.33	24.1	-0.248	13000
finish	0.0458	-37.02	23.0	-0.194	13000
[cell usage in the layout (no fill, tap or decap)]
cell and instances:
sky130_fd_sc_hd__clkbuf_16 29, sky130_fd_sc_hd__dfxtp_2 55, sky130_fd_sc_hd__buf_12 12, sky130_fd_sc_hd__clkbuf_8 11
sky130_fd_sc_hd__dfxtp_1 198, sky130_fd_sc_hd__buf_6 13, sky130_fd_sc_hd__buf_2 242, sky130_fd_sc_hd__buf_4 30
sky130_fd_sc_hd__clkdlybuf4s50_1 253, sky130_fd_sc_hd__clkinvlp_4 2, sky130_fd_sc_hd__diode_2 1, sky130_fd_sc_hd__clkbuf_1 6
sky130_fd_sc_hd__clkinv_2 3, sky130_fd_sc_hd__nor3b_1 253, sky130_fd_sc_hd__dlygate4sd3_1 1
Power figures rest on the tool's default switching activity, not on a simulated workload.
