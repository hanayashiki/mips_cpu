`design/flow/design.v`:
```
`timescale 1ns / 1ps
module LevelW(
	 input InterruptRequest,
    input [31:0] ReadDataW,
	 input [31:0] ReadDataCW,
	 input [15:0] ReadDataHW,
	 input [7:0] ReadDataBW,
    input [31:0] ALUOutW,
	 input [1:0] MemTypeW,  
	 input LoadExtSignW,
    output [31:0] ResultW,
    input MemtoRegW,
	 input MemorySelectW,
	 input [31:0] CPURDW,
	 input [31:0] CP0DataOutW,
	 input CP0ReadW
    );
	 wire [31:0] ReadDataHExt;
	 wire [31:0] ReadDataBExt;
	 wire [31:0] ReadDataFW;
	 wire [31:0] ReadDataFFW;
	 wire [31:0] ReadDataFFFW;
	 bitExtender16to32 bitExtender1(.In(ReadDataHW),.Out(ReadDataHExt),.sign(LoadExtSignW));	 
	 bitExtender8to32 bitExtender2(.In(ReadDataBW),.Out(ReadDataBExt),.sign(LoadExtSignW));	
	 MUX324 MUX324(.In0(ReadDataW),.In1(ReadDataHExt),.In2(ReadDataCW),.In3(ReadDataBExt),.Select(MemTypeW),.Out(ReadDataFW));
	 MUX322 MUX322a(.In0(ReadDataFW),.In1(CPURDW),.Select(MemorySelectW),.Out(ReadDataFFW));
	 MUX322 MUX322b(.In0(ReadDataFFW),.In1(CP0DataOutW),.Select(CP0ReadW),.Out(ReadDataFFFW));
	 MUX322 MUX322c(.In0(ALUOutW),.In1(ReadDataFFFW),.Select(MemtoRegW),.Out(ResultW));
endmodule
`timescale 1ns / 1ps
module MUX52(
    input [4:0] In0,
    input [4:0] In1,
    input Select,
	 output [4:0] Out
    );
	assign Out = (Select == 0)? In0:In1;
endmodule
module MUX53(
    input [4:0] In0,
    input [4:0] In1,
    input [4:0] In2,
    input [1:0]Select,
	 output [4:0] Out
    );
	assign Out = (Select == 0)? In0:(Select == 1? In1 : In2);
endmodule
module MUX322(
    input [31:0] In0,
    input [31:0] In1,
    input Select,
	 output [31:0] Out
    );
	assign Out = (Select == 0)? In0:In1;
endmodule
module MUX323(
    input [31:0] In0,
    input [31:0] In1,
    input [31:0] In2,
    input [1:0]Select,
	 output [31:0] Out
    );
	assign Out = (Select == 0)? In0:(Select == 1? In1 : In2);
endmodule
module MUX324(
    input [31:0] In0,
    input [31:0] In1,
    input [31:0] In2,
	 input [31:0] In3,
    input [1:0]Select,
	 output [31:0] Out
    );
	assign Out = (Select == 0)? In0:(Select == 1? In1 : (Select == 2? In2 : In3));
endmodule
module MUX328(
    input [31:0] In0,
    input [31:0] In1,
    input [31:0] In2,
	 input [31:0] In3,
    input [31:0] In4,
    input [31:0] In5,
    input [31:0] In6,
	 input [31:0] In7,
    input [2:0] Select,
	 output [31:0] Out
    );
    assign Out = Select == 0 ? In0 :
					  Select == 1 ? In1 :
					  Select == 2 ? In2 :
					  Select == 3 ? In3 :
					  Select == 4 ? In4 :
					  Select == 5 ? In5 :
					  Select == 6 ? In6 :
					  In7;
endmodule
module MUX54(
    input [4:0] In0,
    input [4:0] In1,
    input [4:0] In2,
	 input [4:0] In3,
    input [1:0]Select,
	 output [4:0] Out
    );
	assign Out = (Select == 0)? In0:(Select == 1? In1 : (Select == 2? In2 : In3));
endmodule
`timescale 1ns / 1ps
module bitExtender16to32(
    input [15:0] In,
	 input sign,
    output [31:0] Out
    );
	assign Out = sign? {{16{In[15]}}, In[15:0]} : {{16{1'b0}}, In[15:0]};
endmodule
module bitExtender18to32(
    input [17:0] In,
	 input sign,
    output [31:0] Out
    );
	assign Out = sign? {{14{In[15]}}, In[17:0]} : {{14{1'b0}}, In[17:0]};
endmodule
module bitExtender8to32(
    input [7:0] In,
	 input sign,
    output [31:0] Out
    );
	assign Out = sign? {{24{In[7]}}, In[7:0]} : {{24{1'b0}}, In[7:0]};
endmodule
module bitExtender5to32(
    input [4:0] In,
	 input sign,
    output [31:0] Out
    );
	assign Out = sign? {{27{In[4]}}, In[4:0]} : {{27{1'b0}}, In[4:0]};
endmodule
```
`design/flow/run.sh`:
```
#!/bin/bash
# OpenROAD 26Q1-2900-gdf79404cd8, Yosys 0.63+post, stock flow scripts
make -C /OpenROAD-flow-scripts/flow DESIGN_CONFIG=/design/flow/config.mk WORK_HOME=/design/flow/orfs finish
```
`design/flow/config.mk`:
```
export PLATFORM = sky130hd
export DESIGN_NAME = LevelW
export DESIGN_NICKNAME = LevelW
export VERILOG_FILES = /design/flow/design.v
export SDC_FILE = /design/flow/constraint.sdc
export NUM_CORES = 4
export LEC_CHECK = 1
export CORE_AREA = 10 10 142 142
export DIE_AREA = 0 0 152 152
```
`design/flow/constraint.sdc`:
```
current_design LevelW

set clk_period 3.3
set clk_io_pct 0.2

create_clock -name clk0 -period $clk_period

set non_clock_inputs [all_inputs -no_clocks]
set_input_delay [expr $clk_period * $clk_io_pct] -clock clk0 $non_clock_inputs
set_output_delay [expr $clk_period * $clk_io_pct] -clock clk0 [all_outputs]
```
==> results_slide.txt <==
Implementation Results

Setup path
  – CP max FO: 13
  – Critical Path RT: around 2600 ps
  – Arrival @ worst endpoint: 2490 ps
  – Type of origin of the critical path: input pin
  – Crit. End Element: output port
  – Most frequent CP cell: clkdlybuf4s50_1
  – Crit path kind: in -> out
  – Crit path depth: 6
  – Largest delay share family, worst path: buffers and inverters
  – Crit path capture: ResultW[28]
  – Largest stage delay on the critical path: 570 ps
  – Critical path buffers and inverters: 3
  – Slowest cell on the critical path: clkdlybuf4s50_1
  – Crit. Startpoint: ReadDataBW[7]
  – Crit path cell chain: clkdlybuf4s50_1 > a21boi_4 > buf_12 > a221oi_1 > o2bb2ai_1 > clkdlybuf4s50_1

Pwr
  – Sw Share: 0.336
  – Pleak: 1.52 nW
  – PwrDens: 127 nW/um^2
  – Clock Power Share: 0
  – NetSw: 185 uW
  – Seq pwr share: 0
  – P_int: around 370 uW
  – Comb pwr share: 1.000
  – VDD IR max: 0.0439 mV
  – Total Power: 551 uW

GRT
  – First-pass GRT wire length: 19900 um
  – Met3 GRT Util: 0.0269
  – Largest net degree at the start of global routing: 42
  – Tot GR Track Use: 0.108
  – GR Util met1: 0.131
  – Most used routing layer: met2
  – Initial antenna violation count: 0
  – Final global-route overflow total: 0
  – Number of global-route vias before repair: 3244
  – Global-route track usage on met2: 0.196

Worst hold path
  – Worst Hold Class: in -> out

Logic synthesis
  – Synth cell types: 27
  – Register share after synthesis: 0
  – Synth warn: 0
  – Yosys cell count: 261
  – Synthesized area: 1830 um^2
  – Gate Count Post-Synth: between 200 and 300
  – Max-area cell share: 0.224
  – Yosys chip area: 1830 um^2
  – Cell type with the largest total area: a221oi_1
  – Mean Syn Cell Area: 7.03 um^2
  – Synth top area cells: a221oi_1 22%, mux4_2 8.6%, nand2b_1 8.2%

Drt
  – DRC violations left: 0
  – Detailed-route wire length per cell: 19.0 um
  – Initial DRC Count: 122
  – Antenna cell count: 0
  – Final WL: ~13000 um
  – Final ANT Viol Nets: 0
  – DRT Pass-1 Iters: 4
  – Via count: 3000
  – Vias per inst: 4.32

Clocking
  – Post-CTS Setup Inserts: 0

STA
  – Slew @ Worst Pin: 446 ps
  – Setup Viol. Count Final: 0
  – FMAX: between 0.3 and 0.4 GHz
  – RSZ-0062 raised after global routing: false
  – Setup_tns: 0 ps
  – Fin. max-slew vios: 0
  – Final period util: 0.954
  – Final tally of hold violations: 0
  – Shortest period the worst path allows: 3150 ps
  – Max_slew headroom: 0.702

Floorplanning
  – Die area: 23100 um^2
  – Io pins: 223
  – Core footprint: 17200 um^2
  – Die width: 152 um
  – Die y size: 152 um
  – Row count: 48
  – FP Util: 0.107

Cells and area
  – FF/Latch Area: 0 um^2
  – FILL cells: 1916
  – Area delta synth->final: 136%
  – Final-layout clock buffer total: 0
  – Layout cells sized above 1: 0.100
  – Seq cells: 0

Placed design
  – Port buffer count: about 220
  – DP HPWL: 11000 um
  – GP Congestion: 0.819

Outcome
  – Status: completed

Run
  – Log Warnings: 33
  – Max_cap viols: 0
[power groups by stage]
stage,combinational [mW],clock [mW],sequential [mW]
4_1_cts,0.559,0,0
6_report,0.551,0,0
5_1_grt,0.598,0,0
[per-stage QoR]
stage / instances / util / instance area [um^2] / hold WS (ps) / setup WS (ps)
floorplan: 261 / - / 1830 / 1390 / 1120
global placement: 694 / 0.252 / 4330 / 2150 / 9.44
CTS: 694 / 0.252 / 4330 / 2160 / 5.91
detailed placement: 694 / 0.252 / 4330 / 2150 / 10.4
global route: 694 / 0.252 / 4340 / 2200 / 30.6
finish: 694 / 0.252 / 4340 / 2150 / 153
[timing repair]
item / 4_1_cts / 5_1_grt
setup endpoints to repair: 0 / 1
hold buffers: 0 / 0
resized: 0 / 1
[layout make-up]
| class | instances | area (um^2) | area share |
|---|---|---|---|
| Inverter | 19 | 71.3 | 0.0164 |
| Multi-Input combinational cell | 210 | 1600 | 0.368 |
| Tap cell | 225 | 282 | 0.0649 |
| Timing Repair Buffer | 240 | 2390 | 0.550 |
[cells in the final DEF (no fill, tap or decap), drive strengths merged]
| cell type | instances |
|---|---|
| and2 | 6 |
| and3 | 8 |
| inv | 19 |
| mux4 | 7 |
| a21boi | 3 |
| o21ai | 17 |
| nand2b | 24 |
| a221o | 1 |
| o32ai | 9 |
| nor3 | 16 |
| buf | 22 |
| a221oi | 47 |
| clkdlybuf4s50 | 218 |
| nand3 | 2 |
| nor2b | 4 |
| a21oi | 1 |
| and2b | 1 |
| nor2 | 31 |
| nand2 | 1 |
| o211ai | 7 |
| o2bb2ai | 15 |
| a211oi | 9 |
| nand3b | 1 |
[cells in the mapped netlist (all sizes together)]
cell type / number
a211oi: 9
a21boi: 3
a21oi: 1
a221o: 1
a221oi: 47
and2: 6
and2b: 1
and3: 8
buf: 21
clkbuf: 11
inv: 19
mux4: 7
nand2: 1
nand2b: 24
nand3: 2
nand3b: 1
nor2: 31
nor2b: 4
nor3: 16
o211ai: 7
o21ai: 17
o2bb2ai: 15
o32ai: 9
[routing by layer]
layer	routed length [um]	up-vias
li1	-	1456
met1	5350	1396
met2	6790	144
met3	985	4
met4	27	0
met5	0	-
[worst min path at each step]
stage | start | end | cells past startpoint
after CTS | MemtoRegW | ResultW[12] | 4
after global routing | MemtoRegW | ResultW[8] | 4
final | MemtoRegW | ResultW[12] | 4
[tightest hold or removal path: cells and delay by family]
kind | cells | cell delay, ps
buffers and inverters | 2 | 610
AOI/OAI and AO/OA | 1 | 70
and+or+nand+nor | 1 | 130
[kinds of logic (layout without fill, tap and decap cells)]
logic type / count (synthesis) / after routing / synth area share
compound gates: 109 / 109 / 0.509
simple gates: 94 / 94 / 0.267
mux: 7 / 7 / 0.0859
buf+inv: 51 / 259 / 0.138
No activity file was given, so power comes from the tool's default toggle rates.
